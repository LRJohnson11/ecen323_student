**/design/flow/run.sh**
```bash
#!/bin/bash
# OpenROAD 26Q1-2900-gdf79404cd8, Yosys 0.63+post, stock flow scripts
make -C /OpenROAD-flow-scripts/flow DESIGN_CONFIG=/design/flow/config.mk WORK_HOME=/design/flow/orfs finish
```
**/design/flow/config.mk**
```make
export PLATFORM = sky130hd
export DESIGN_NAME = calc
export DESIGN_NICKNAME = calc
export VERILOG_FILES = /design/flow/design.v
export SDC_FILE = /design/flow/constraint.sdc
export NUM_CORES = 4
export LEC_CHECK = 1
export CORE_UTILIZATION = 30
```
**/design/flow/constraint.sdc**
```tcl
current_design calc

set clk_period 9.2
set clk_io_pct 0.2

create_clock -name clk0 -period $clk_period [get_ports {clk}]

set non_clock_inputs [all_inputs -no_clocks]
set_input_delay [expr $clk_period * $clk_io_pct] -clock clk0 $non_clock_inputs
set_output_delay [expr $clk_period * $clk_io_pct] -clock clk0 [all_outputs]
```
**/design/flow/design.v**
```verilog
package alu_defs;
  parameter logic [3:0] ALUOP_AND = 4'b0000;
  parameter logic [3:0] ALUOP_OR  = 4'b0001;
  parameter logic [3:0] ALUOP_ADD = 4'b0010;
  parameter logic [3:0] ALUOP_SUB = 4'b0110;
  parameter logic [3:0] ALUOP_LT  = 4'b0111;
  parameter logic [3:0] ALUOP_LSR = 4'b1000;
  parameter logic [3:0] ALUOP_LSL = 4'b1001;
  parameter logic [3:0] ALUOP_ASR = 4'b1010;
  parameter logic [3:0] ALUOP_XOR = 4'b1101;
endpackage
package alu_defs;
  parameter logic [3:0] ALUOP_AND = 4'b0000;
  parameter logic [3:0] ALUOP_OR  = 4'b0001;
  parameter logic [3:0] ALUOP_ADD = 4'b0010;
  parameter logic [3:0] ALUOP_SUB = 4'b0110;
  parameter logic [3:0] ALUOP_LT  = 4'b0111;
  parameter logic [3:0] ALUOP_LSR = 4'b1000;
  parameter logic [3:0] ALUOP_LSL = 4'b1001;
  parameter logic [3:0] ALUOP_ASR = 4'b1010;
  parameter logic [3:0] ALUOP_XOR = 4'b1101;
endpackage
package datapathConstants;
    parameter OPCODE_MSB = 6;
    parameter OPCODE_LSB = 0;
endpackage
package riscv_opcodes;
    localparam logic [6:0] OPCODE_LB      = 7'b0000011;
    localparam logic [6:0] OPCODE_LH      = 7'b0000011;
    localparam logic [6:0] OPCODE_LW      = 7'b0000011;
    localparam logic [6:0] OPCODE_LBU     = 7'b0000011;
    localparam logic [6:0] OPCODE_LHU     = 7'b0000011;
    localparam logic [6:0] OPCODE_FENCE   = 7'b0001111;
    localparam logic [6:0] OPCODE_FENCE_I = 7'b0001111;
    localparam logic [6:0] OPCODE_ADDI    = 7'b0010011;
    localparam logic [6:0] OPCODE_SLLI    = 7'b0010011;
    localparam logic [6:0] OPCODE_SLTI    = 7'b0010011;
    localparam logic [6:0] OPCODE_SLTIU   = 7'b0010011;
    localparam logic [6:0] OPCODE_XORI    = 7'b0010011;
    localparam logic [6:0] OPCODE_SRLI    = 7'b0010011;
    localparam logic [6:0] OPCODE_SRAI    = 7'b0010011;
    localparam logic [6:0] OPCODE_ORI     = 7'b0010011;
    localparam logic [6:0] OPCODE_ANDI    = 7'b0010011;
    localparam logic [6:0] OPCODE_JALR    = 7'b1100111;
    localparam logic [6:0] OPCODE_ECALL   = 7'b1110011;
    localparam logic [6:0] OPCODE_EBREAK  = 7'b1110011;
    localparam logic [6:0] OPCODE_CSRRW   = 7'b1110011;
    localparam logic [6:0] OPCODE_CSRRS   = 7'b1110011;
    localparam logic [6:0] OPCODE_CSRRC   = 7'b1110011;
    localparam logic [6:0] OPCODE_CSRRWI  = 7'b1110011;
    localparam logic [6:0] OPCODE_CSRRSI  = 7'b1110011;
    localparam logic [6:0] OPCODE_CSRRCI  = 7'b1110011;
    localparam logic [6:0] OPCODE_AUIPC    = 7'b0010111;
    localparam logic [6:0] OPCODE_LUI      = 7'b0110111;
    localparam logic [6:0] OPCODE_JAL      = 7'b1101111;
    localparam logic [6:0] OPCODE_SB      = 7'b0100011;
    localparam logic [6:0] OPCODE_SH      = 7'b0100011;
    localparam logic [6:0] OPCODE_SW      = 7'b0100011;
    localparam logic [6:0] OPCODE_ADD     = 7'b0110011;
    localparam logic [6:0] OPCODE_SUB     = 7'b0110011;
    localparam logic [6:0] OPCODE_SLL     = 7'b0110011;
    localparam logic [6:0] OPCODE_SLT     = 7'b0110011;
    localparam logic [6:0] OPCODE_SLTU    = 7'b0110011;
    localparam logic [6:0] OPCODE_XOR     = 7'b0110011;
    localparam logic [6:0] OPCODE_SRL     = 7'b0110011;
    localparam logic [6:0] OPCODE_SRA     = 7'b0110011;
    localparam logic [6:0] OPCODE_OR      = 7'b0110011;
    localparam logic [6:0] OPCODE_AND     = 7'b0110011;
    localparam logic [6:0] OPCODE_BEQ     = 7'b1100011;
    localparam logic [6:0] OPCODE_BNE     = 7'b1100011;
    localparam logic [6:0] OPCODE_BLT     = 7'b1100011;
    localparam logic [6:0] OPCODE_BGE     = 7'b1100011;
    localparam logic [6:0] OPCODE_BLTU    = 7'b1100011;
    localparam logic [6:0] OPCODE_BGEU    = 7'b1100011;
endpackage : riscv_opcodes
import alu_defs::*;
module alu #(
    parameter BUS_WIDTH = 8
    ) (
    input logic [BUS_WIDTH - 1:0] op1,  
    input logic [BUS_WIDTH - 1:0] op2,  
    input logic [3:0] alu_op,  
    output logic [BUS_WIDTH - 1:0] result,  
    output logic zero  
);
localparam bytesForBusWidth = $clog2(BUS_WIDTH);
    always_comb begin
        case (alu_op)
            ALUOP_AND: result = op1 & op2;  
            ALUOP_OR: result = op1 | op2;  
            ALUOP_ADD: result = op1 + op2;  
            ALUOP_SUB: result = op1 - op2;  
            ALUOP_LT: result = $signed(op1) < $signed(op2);  
            ALUOP_LSL: result = op1 << op2[bytesForBusWidth - 1: 0];  
            ALUOP_LSR: result = op1 >> op2[bytesForBusWidth - 1: 0];  
            ALUOP_ASR: result = $unsigned($signed(op1) >>> op2[bytesForBusWidth - 1: 0]);  
            ALUOP_XOR: result = op1 ^ op2;
            default: result = 0;  
        endcase
        zero = (result == 0);  
    end
endmodule
import alu_defs::*;
module calc 
#(
    parameter BUS_WIDTH = 32
    )(
        input logic clk, btnc, btnl, btnu, btnr, btnd,
        input logic [15:0] sw,
        output logic [15:0] led
    );
    localparam busWidthAsBits = $clog2(BUS_WIDTH);
    logic[BUS_WIDTH/2 - 1: 0] accumulator;
    logic[BUS_WIDTH - 1: 0] op1, op2, result;
    logic[2:0] opSignal;
    logic[1:0] btnd_oneShot;
    logic[3:0] alu_op;
assign op1 = $signed(accumulator);
assign op2 = $signed(sw);
    assign opSignal = {btnl,btnc,btnr};
always_ff @(posedge clk) begin
    btnd_oneShot[0] <= btnd;
    btnd_oneShot[1] <= btnd_oneShot[0];
end
always_ff @( posedge clk ) begin
    if(btnu) accumulator <= 0;
    else if(btnd_oneShot[0] && !btnd_oneShot[1]) accumulator <= result[BUS_WIDTH/2 - 1: 0];
end
alu #(.BUS_WIDTH(BUS_WIDTH))
myAlu (.op1(op1), .op2(op2), .result(result), .alu_op(alu_op), .zero(zero));
assign led = accumulator;
always_comb begin
    case (opSignal)
        3'b000: alu_op = ALUOP_ADD;
        3'b001: alu_op = ALUOP_SUB;
        3'b010: alu_op = ALUOP_AND;
        3'b011: alu_op = ALUOP_OR;
        3'b100: alu_op = ALUOP_XOR;
        3'b101: alu_op = ALUOP_LT;
        3'b110: alu_op = ALUOP_LSL;
        3'b111: alu_op = ALUOP_ASR;
    endcase
end
endmodule
```
==> run notes <==
run metrics: Largest type area fraction=0.144, number of instances in the synthesized netlist=604, number of warning messages in the logs=61, Worst Min Path Start=btnd_oneShot[0], worst hold endpoint=btnd_oneShot[1], worst reg2reg path endpoint=accumulator[9], # setup viols final=0, commonest non-fill, non-tap cell in the layout=sky130_fd_sc_hd__nor2_1, maximum clock path buffer count=2, number of DRC markers after the initial detailed-route iteration=538, buffer type at the clock tree root=sky130_fd_sc_hd__clkbuf_16, number of fill cells=1510, number of flops mapped to enable cells by yosys=0, DPL Wire Length=12600 um, DR WL/cell=21.4 um, Yosys top cell by area=sky130_fd_sc_hd__ha_1, required time of the critical path=9.38 ns, PostCTS Resize Cnt=0, max cap viols=0, post-detailed-routing wire length=16900 um, area of the core=14600 um^2, worst slew margin relative to its limit=0.453, number of I/O port buffers=37, pins over their slew limit=0, endpoint type of the worst setup path=register, Dominant flop cell=sky130_fd_sc_hd__dfxtp_1, actual transition at the worst max-transition pin=0.818 ns, critical path class=in2reg, number of stages on the worst hold path=0, RSZ-0062 raised after global routing=no, Post-route DRC=0, largest net degree at the start of global routing=46, PwrDens=91.4 nW/um^2, status=completed, critical path data arrival time=5.52 ns, chip area in the Yosys report=4510 um^2, FF-to-FF path depth=8, worst-case vdd ir drop=0.0673 mV, total die size=15500 um^2, number of nets with antenna violations after routing=0, share of flip-flops with an asynchronous set or reset after synthesis=0, reg-to-reg critical path startpoint=accumulator[1], last weighted congestion value of the routability-driven placer=1.03, Final Hold Violation Tally=0, antenna violations before repair=0, Post-Route Setup TNS=0 ns, vias in the first global route=4579, cell types with the largest area share after synthesis=sky130_fd_sc_hd__ha_1, sky130_fd_sc_hd__mux4_2, sky130_fd_sc_hd__dfxtp_1, sky130_fd_sc_hd__mux2i_1, sky130_fd_sc_hd__nor2_1, die y size=125 um, most frequent cells in the layout=sky130_fd_sc_hd__nor2_1, sky130_fd_sc_hd__ha_1, sky130_fd_sc_hd__inv_1, Synth Seq Share=0.0800, vias=4787, number of cells in Yosys stat=604, TritonCTS clock tree=built, count of different cell masters after synthesis=73, average size of a mapped cell=7.46 um^2, number of storage elements in the synthesis netlist=18, cell area after synthesis=4510 um^2, layout cell share with drive strength beyond 1=0.0793, total overflow reported by the global router=0, worst setup skew after layout=0.00248 ns, core utilization before placement=0.309, final period demand of the worst path=5.33 ns, relative area change from synthesis to final layout=11.8%, critical-path maximum fanout=37, flop2flop setup slack=5.97 ns, CTS sink count=18, Antenna Cells=0, hold-fix buffer count after cts=0, H-tree levels=1, Leakage Power=1.98 nW, number of buffers created by CTS=3, number of ports placed on the die boundary=38, Highest Clock Rate=0.187 GHz, Row Count=44, type of the most critical hold path=reg2reg, clock latency (worst-skew pair)=0.26 ns, Tot GR Track Use=0.220, wire length of the first global-routing pass=26400 um, clock-pin slew reported for the worst setup and hold paths after clock tree synthesis=0.06 ns, Worst setup SP type=primary input, via-per-instance ratio=6.07, Ys Warns=3, count of TritonRoute iterations in the first routing pass=7, share of the clock period used by the worst path after layout=0.580, die extent in x=125 um, post-CTS repair timing setup buffer count=0, total power of the final layout=460 uW
## layer usage
metal,vias up,track usage,wire length [um]
met5,-,0,0
met4,0,0.0702,573
met3,41,0.0464,1280
met2,226,0.333,7610
met1,2281,0.313,7420
li1,2239,-,-
## worst max-delay path, stage by stage
cell and delay (ns):
sky130_fd_sc_hd__clkdlybuf4s50_1 0.46, sky130_fd_sc_hd__buf_4 0.34, sky130_fd_sc_hd__inv_1 0.44, sky130_fd_sc_hd__ha_1 0.41
sky130_fd_sc_hd__or2_1 0.24, sky130_fd_sc_hd__o2111ai_1 0.30, sky130_fd_sc_hd__a311oi_2 0.17, sky130_fd_sc_hd__o31a_2 0.41
sky130_fd_sc_hd__a311oi_1 0.31, sky130_fd_sc_hd__mux2_1 0.37, sky130_fd_sc_hd__a221oi_2 0.21
## per-stage QoR
| step | cell area (um^2) | utilization | hold slack (ns) | worst slack, ns | cells |
|---|---|---|---|---|---|
| final | 5040 | 0.345 | 0.365 | 3.87 | 789 |
| after global routing | 5040 | 0.345 | 0.375 | 3.64 | 789 |
| after CTS | 5040 | 0.345 | 0.367 | 3.91 | 789 |
| after detailed placement | 4950 | 0.339 | 0.358 | 3.65 | 785 |
| after global placement | 4950 | 0.339 | 0.355 | 3.63 | 785 |
| after floorplan | 4510 | - | 0.345 | 4.49 | 604 |
## final cells by class
| type | instances | area, um^2 | share of cell area |
|---|---|---|---|
| multi-input cells | 490 | 3750 | 0.744 |
| repair buffers | 47 | 435 | 0.0864 |
| flip-flops and latches | 18 | 360 | 0.0715 |
| well taps | 184 | 230 | 0.0457 |
| inverters | 46 | 173 | 0.0343 |
| clock buffers | 4 | 88.8 | 0.0176 |
## sequential cells by signal, summed over array words and instances, names as in the netlist
name	flops
accumulator	16
btnd_oneShot	2
## where the power goes
| group | leakage [nW] | total, mW | internal [mW] | switching (mW) |
|---|---|---|---|---|
| Clock | 0.0442 | 0.107 | 0.0666 | 0.0399 |
| Sequential | 0.149 | 0.104 | 0.0838 | 0.0204 |
| Combinational | 1.79 | 0.250 | 0.105 | 0.145 |
## logic make-up after synthesis
kind of cell | share of synthesized area
and+or+nand+nor | 0.187
AOI/OAI and AO/OA | 0.309
buffers and inverters | 0.0875
DFF | 0.0800
adders and majority gates | 0.153
xor gates and xnor gates | 0.0136
muxes | 0.170
## worst max-delay path by stage
| stage | start | endpoint | slack, ns | cells after the start |
|---|---|---|---|---|
| after CTS | sw[2] | accumulator[15] | 3.91 | 11 |
| after global routing | sw[2] | accumulator[15] | 3.64 | 11 |
| final | sw[2] | accumulator[15] | 3.87 | 11 |
## synthesized netlist by cell type (8+ instances only)
cell / number
sky130_fd_sc_hd__inv_1: 44
sky130_fd_sc_hd__nand2_1: 39
sky130_fd_sc_hd__a221oi_1: 8
sky130_fd_sc_hd__dfxtp_1: 18
sky130_fd_sc_hd__buf_2: 9
sky130_fd_sc_hd__a211oi_1: 19
sky130_fd_sc_hd__nand3_1: 9
sky130_fd_sc_hd__o21ai_0: 26
sky130_fd_sc_hd__nor3_1: 13
sky130_fd_sc_hd__nor2_1: 67
sky130_fd_sc_hd__nor2b_1: 14
sky130_fd_sc_hd__clkbuf_1: 31
sky130_fd_sc_hd__nand2b_1: 10
sky130_fd_sc_hd__o221ai_1: 11
sky130_fd_sc_hd__mux4_2: 18
sky130_fd_sc_hd__mux2i_1: 28
sky130_fd_sc_hd__ha_1: 52
sky130_fd_sc_hd__a21oi_1: 43
sky130_fd_sc_hd__o21ai_1: 8
sky130_fd_sc_hd__a31oi_1: 8
Power and IR drop assume default switching activity.
