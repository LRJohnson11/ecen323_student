--- flow/run.sh ---
#!/bin/bash
# OpenROAD 26Q1-2900-gdf79404cd8, Yosys 0.63+post, stock flow scripts
make -C /OpenROAD-flow-scripts/flow DESIGN_CONFIG=/design/flow/config.mk WORK_HOME=/design/flow/orfs finish
--- flow/config.mk ---
export PLATFORM = sky130hd
export DESIGN_NAME = riscv_simple_datapath
export DESIGN_NICKNAME = riscv_simple_datapath
export VERILOG_FILES = /design/flow/design.v
export SDC_FILE = /design/flow/constraint.sdc
export NUM_CORES = 4
export LEC_CHECK = 1
export CORE_UTILIZATION = 30
--- flow/constraint.sdc ---
current_design riscv_simple_datapath

set clk_period 20.1
set clk_io_pct 0.2

create_clock -name clk0 -period $clk_period [get_ports {clk}]

set non_clock_inputs [all_inputs -no_clocks]
set_input_delay [expr $clk_period * $clk_io_pct] -clock clk0 $non_clock_inputs
set_output_delay [expr $clk_period * $clk_io_pct] -clock clk0 [all_outputs]
--- flow/design.v ---
package alu_defs;
  parameter logic [3:0] ALUOP_AND = 4'b0000;
  parameter logic [3:0] ALUOP_OR  = 4'b0001;
  parameter logic [3:0] ALUOP_ADD = 4'b0010;
  parameter logic [3:0] ALUOP_SUB = 4'b0110;
  parameter logic [3:0] ALUOP_LT  = 4'b0111;
  parameter logic [3:0] ALUOP_LSR = 4'b1000;
  parameter logic [3:0] ALUOP_LSL = 4'b1001;
  parameter logic [3:0] ALUOP_ASR = 4'b1010;
  parameter logic [3:0] ALUOP_XOR = 4'b1101;
endpackage
package alu_defs;
  parameter logic [3:0] ALUOP_AND = 4'b0000;
  parameter logic [3:0] ALUOP_OR  = 4'b0001;
  parameter logic [3:0] ALUOP_ADD = 4'b0010;
  parameter logic [3:0] ALUOP_SUB = 4'b0110;
  parameter logic [3:0] ALUOP_LT  = 4'b0111;
  parameter logic [3:0] ALUOP_LSR = 4'b1000;
  parameter logic [3:0] ALUOP_LSL = 4'b1001;
  parameter logic [3:0] ALUOP_ASR = 4'b1010;
  parameter logic [3:0] ALUOP_XOR = 4'b1101;
endpackage
package datapathConstants;
    parameter OPCODE_MSB = 6;
    parameter OPCODE_LSB = 0;
endpackage
package riscv_opcodes;
    localparam logic [6:0] OPCODE_LB      = 7'b0000011;
    localparam logic [6:0] OPCODE_LH      = 7'b0000011;
    localparam logic [6:0] OPCODE_LW      = 7'b0000011;
    localparam logic [6:0] OPCODE_LBU     = 7'b0000011;
    localparam logic [6:0] OPCODE_LHU     = 7'b0000011;
    localparam logic [6:0] OPCODE_FENCE   = 7'b0001111;
    localparam logic [6:0] OPCODE_FENCE_I = 7'b0001111;
    localparam logic [6:0] OPCODE_ADDI    = 7'b0010011;
    localparam logic [6:0] OPCODE_SLLI    = 7'b0010011;
    localparam logic [6:0] OPCODE_SLTI    = 7'b0010011;
    localparam logic [6:0] OPCODE_SLTIU   = 7'b0010011;
    localparam logic [6:0] OPCODE_XORI    = 7'b0010011;
    localparam logic [6:0] OPCODE_SRLI    = 7'b0010011;
    localparam logic [6:0] OPCODE_SRAI    = 7'b0010011;
    localparam logic [6:0] OPCODE_ORI     = 7'b0010011;
    localparam logic [6:0] OPCODE_ANDI    = 7'b0010011;
    localparam logic [6:0] OPCODE_JALR    = 7'b1100111;
    localparam logic [6:0] OPCODE_ECALL   = 7'b1110011;
    localparam logic [6:0] OPCODE_EBREAK  = 7'b1110011;
    localparam logic [6:0] OPCODE_CSRRW   = 7'b1110011;
    localparam logic [6:0] OPCODE_CSRRS   = 7'b1110011;
    localparam logic [6:0] OPCODE_CSRRC   = 7'b1110011;
    localparam logic [6:0] OPCODE_CSRRWI  = 7'b1110011;
    localparam logic [6:0] OPCODE_CSRRSI  = 7'b1110011;
    localparam logic [6:0] OPCODE_CSRRCI  = 7'b1110011;
    localparam logic [6:0] OPCODE_AUIPC    = 7'b0010111;
    localparam logic [6:0] OPCODE_LUI      = 7'b0110111;
    localparam logic [6:0] OPCODE_JAL      = 7'b1101111;
    localparam logic [6:0] OPCODE_SB      = 7'b0100011;
    localparam logic [6:0] OPCODE_SH      = 7'b0100011;
    localparam logic [6:0] OPCODE_SW      = 7'b0100011;
    localparam logic [6:0] OPCODE_ADD     = 7'b0110011;
    localparam logic [6:0] OPCODE_SUB     = 7'b0110011;
    localparam logic [6:0] OPCODE_SLL     = 7'b0110011;
    localparam logic [6:0] OPCODE_SLT     = 7'b0110011;
    localparam logic [6:0] OPCODE_SLTU    = 7'b0110011;
    localparam logic [6:0] OPCODE_XOR     = 7'b0110011;
    localparam logic [6:0] OPCODE_SRL     = 7'b0110011;
    localparam logic [6:0] OPCODE_SRA     = 7'b0110011;
    localparam logic [6:0] OPCODE_OR      = 7'b0110011;
    localparam logic [6:0] OPCODE_AND     = 7'b0110011;
    localparam logic [6:0] OPCODE_BEQ     = 7'b1100011;
    localparam logic [6:0] OPCODE_BNE     = 7'b1100011;
    localparam logic [6:0] OPCODE_BLT     = 7'b1100011;
    localparam logic [6:0] OPCODE_BGE     = 7'b1100011;
    localparam logic [6:0] OPCODE_BLTU    = 7'b1100011;
    localparam logic [6:0] OPCODE_BGEU    = 7'b1100011;
endpackage : riscv_opcodes
import alu_defs::*;
module alu #(
    parameter BUS_WIDTH = 8
    ) (
    input logic [BUS_WIDTH - 1:0] op1,  
    input logic [BUS_WIDTH - 1:0] op2,  
    input logic [3:0] alu_op,  
    output logic [BUS_WIDTH - 1:0] result,  
    output logic zero  
);
localparam bytesForBusWidth = $clog2(BUS_WIDTH);
    always_comb begin
        case (alu_op)
            ALUOP_AND: result = op1 & op2;  
            ALUOP_OR: result = op1 | op2;  
            ALUOP_ADD: result = op1 + op2;  
            ALUOP_SUB: result = op1 - op2;  
            ALUOP_LT: result = $signed(op1) < $signed(op2);  
            ALUOP_LSL: result = op1 << op2[bytesForBusWidth - 1: 0];  
            ALUOP_LSR: result = op1 >> op2[bytesForBusWidth - 1: 0];  
            ALUOP_ASR: result = $unsigned($signed(op1) >>> op2[bytesForBusWidth - 1: 0]);  
            ALUOP_XOR: result = op1 ^ op2;
            default: result = 0;  
        endcase
        zero = (result == 0);  
    end
endmodule
module regfile
    #(
    parameter BUS_WIDTH = 8
    ) (
    input logic clk,
    input logic [$clog2(BUS_WIDTH) - 1:0] readReg1, readReg2, writeReg,
    input logic [BUS_WIDTH - 1: 0] writeData,
    input logic write,
    output logic[BUS_WIDTH - 1: 0] readData1, readData2
);
logic [BUS_WIDTH - 1: 0] registers[31:0];  
integer i;
initial begin
    for(i = 0; i < 32; i=i+1)
        registers[i] = 0;
end
always_ff @(posedge clk) begin
    readData1 <= registers[readReg1];
    readData2 <= registers[readReg2];
    if(write)begin
        if(writeReg != 0) begin
            registers[writeReg] <= writeData;
            if(writeReg == readReg1) 
                readData1 <= writeData;
            if(writeReg == readReg2) 
                readData2 <= writeData;
        end
    end
end
endmodule
import datapathConstants::*;
import riscv_opcodes::*;
module riscv_simple_datapath #(
    parameter INITIAL_PC = 32'h00400000
) (
    input logic clk, rst, PCSrc, ALUSrc, RegWrite, MemtoReg, loadPC,
    input logic [31:0] instruction, dReadData,
    input logic [3:0] ALUCtrl,
    output logic Zero,
    output logic [31:0] PC, dAddress, dWriteData,WriteBackData
);
logic [31:0] imm_I, imm_S, imm_SB, imm_U, imm_J, imm, NextPC, branchOffset, aluOp2, readData1, readData2, writeData, alu_result;
logic [4:0] readReg1, readReg2, writeReg;
logic [6:0] opCode;
always_ff  @(posedge clk) begin
    if(rst) PC <= INITIAL_PC;
    else if(loadPC) PC <= NextPC;
end
assign NextPC = PCSrc ? PC + branchOffset:PC + 4;
assign opCode = instruction[OPCODE_MSB:OPCODE_LSB];
regfile #(.BUS_WIDTH(32))
registers (.clk(clk),
            .readReg1(readReg1),
            .readReg2(readReg2),
            .writeReg(writeReg),
            .writeData(writeData),
            .write(RegWrite),
            .readData1(readData1),
            .readData2(readData2));
assign readReg1 = instruction[19:15];
assign readReg2 = instruction[24:20];
assign writeReg = instruction[11:7];
assign writeData = MemtoReg ? dReadData : alu_result;
assign WriteBackData = writeData;
assign imm_I = $signed(instruction[31:20]);
assign imm_S = $signed({instruction[31:25], instruction[11:7]});
assign imm_U = {instruction[31:12], 12'b0};   
assign imm_J = $signed({instruction[31], instruction[19:12], instruction[20], instruction[30:21], 1'b0});
assign imm_SB = $signed({instruction[31], instruction[7], instruction[30:25], instruction[11:8], 1'b0});
always_comb begin
    case(opCode)
        OPCODE_LB,OPCODE_LH,OPCODE_LW,OPCODE_LBU,OPCODE_LHU,
        OPCODE_FENCE,OPCODE_FENCE_I,OPCODE_ADDI,OPCODE_SLLI,
        OPCODE_SLTI,OPCODE_SLTIU,OPCODE_XORI,OPCODE_SRLI,OPCODE_SRAI,
        OPCODE_ORI,OPCODE_ANDI,OPCODE_JALR,OPCODE_ECALL,OPCODE_EBREAK,
        OPCODE_CSRRW,OPCODE_CSRRS,OPCODE_CSRRC,OPCODE_CSRRWI,
        OPCODE_CSRRSI, OPCODE_CSRRCI: imm = imm_I;
        OPCODE_SB,OPCODE_SH,OPCODE_SW: imm = imm_S;
        OPCODE_AUIPC, OPCODE_LUI: imm = imm_U;
        OPCODE_JAL: imm=imm_J;
        OPCODE_BEQ, OPCODE_BNE, OPCODE_BLT, OPCODE_BGE, OPCODE_BLTU,OPCODE_BGEU: imm = imm_SB;
        default: imm=0;
    endcase
end
assign aluOp2 = ALUSrc ? imm : readData2;
alu #(.BUS_WIDTH(32))
my_alu (.op1(readData1),
        .op2(aluOp2),
        .alu_op(ALUCtrl),
        .result(alu_result),
        .zero(Zero));
assign dAddress = alu_result;
assign dWriteData = readData2;
assign branchOffset = imm;
endmodule
==> metrics.yaml <==
setup_path:
  cp_max_fo: 15
  required_ps: 16080
  crit_type: "input port to output port"
  worst_setup_path_start_kind: "input port"
  cp_common_cell: "a21oi_1"
  critical-path-top-delay-family: "simple AND/OR/NAND/NOR gates"
  worstPathArrival_ps: 12100
  cp_slowest_cell: "a211oi_1"
  end_kind: "output port"
  path_buffers: 4
  crit_chain: "clkdlybuf4s50_1 -> nand4bb_1 -> a21oi_1 -> or3_1 -> and2_1 -> a21o_1 -> inv_1 -> ha_1 -> inv_1 -> a21oi_1 -> o21bai_1 -> a21oi_1 -> o21a_1 -> o21ai_0 -> a211oi_1 -> and4_1 -> nand3_1 -> nor4_1 -> nand4bb_1 -> nor4_1 -> and3_1 -> clkdlybuf4s50_1"
  slowest_delay_ps: 870
floorplan:
  dieArea_um2: 213100
  die_w_um: 461.7
  io-pin-count: 204
  rows: 168
  core_area_um2: 209800
  fp_util_pct: 30.21
  die_h_um: 461.7
final_timing:
  fin_skew_ps: 75.33
  hold_viol_final: 0
  layout_min_cycle_time_ps: 16120
  final-max-slew-violation-count: 0
  max_slew_margin_pct: 24.04
  worstMarginPinSlew_ps: 1111
  rsz0062_at_grt: "no"
  setup_violations: 0
  max_freq_ghz: 0.06204
  finalClockPeriodUsage_pct: 80.19
  hold_ws_ps: 554.3
  setup_tns_ps: 0
clocking:
  clock_latency_ps: 800
  cts_root_buf: "clkbuf_16"
  cts_max_path_buffers: 3
  h-tree-depth: 3
  cts_tree: "done"
  postCtsSetupBuffers: 0
  cts_inserted_buffers: 118
  cts.sinks: 1120
  clk_pin_slew_ps: 70
  cts_resized: 0
  cts_hold_buf: 0
power_and_ir_drop:
  p_leak_nw: 24.30
  peakVddDrop_mv: 0.08024
  cellPowerDensity_nw_per_um2: 85.65
synthesis:
  netlist_area_um2: 63380
  edf_count: 1024
  ys_cells: 4459
  ys_sh_xor_pct: 0.7323
  yosysChipArea_um2: 63380
  area_leaders: "edfxtp_1, mux4_2, dfxtp_1"
  simple_gate_area_share_pct: 7.122
  synthFlopType: "edfxtp_1"
  ys_sh_mux_pct: 23.92
  synth_cells: 4459
  synth.top_cell.area_share_pct: 48.51
  ys_warn_count: 3
  largest_area_cell: "edfxtp_1"
  topCombFamilyByArea: "multiplexers"
  avgSynthCellArea_um2: 14.21
  ys_sh_aoi_pct: 11.00
  synth_flops: 1120
  async_reset_ff_share_pct: 0
  synth_cell_types: 106
  ys_seq_share_pct: 51.54
  adder_share_pct: 2.519
job:
  warnings: 90
  cap_violations: 0
layout:
  areaGrowthSynthToFinish_pct: 15.85
  lay_top_cells: "edfxtp_1, mux4_2, a21oi_1"
  fin_cells: 7588
  layout_top_cell: "edfxtp_1"
  drive_gt1_share_pct: 23.72
global_routing:
  grt_max_degree: 77
  grt-ovfl-total: 0
  busiest_layer: "met2"
  met3_usage_pct: 15.43
  use_met1_pct: 30.22
  antenna_found_initial: 17
  grt_pass1_wl_um: 362100
  met2_usage_pct: 37.83
  grt_usage_pct: 25.78
  grt_pass1_vias: 47136
drt:
  drcViolationCount: 0
  via_per_inst: 5.916
  ant_nets: 0
  dr.first_iter.drc_count: 4039
  drtPass1Iterations: 6
  vias: 44894
  wl_per_cell_um: 34.04
  finalWirelength_um: 258300
placement:
  dp_cells: 7363
  gp_congestion: 1.037
  dpl.hpwl_um: 182200
  port_buffers: 203
outcome:
  status: "complete, no violations"
min_path:
  min_path_type: "register to register"
## layout make-up
class | count | area [um2]
well taps | 2805 | 3510
flip-flops and latches | 1120 | 32670
multi-input cells | 2868 | 29120
fillers | 19977 | 136400
clock buffers | 155 | 3212
repair buffers | 407 | 3615
diodes | 10 | 25.02
inverters | 163 | 624.3
clock inverters | 60 | 653.1
## cells in the mapped netlist, types with 20 or more instances
master    number
buf_1         61
o211ai_1      54
o221ai_1      20
nor3_1        61
nand4_1       41
nor2b_1       81
nor2_1       255
o21ai_0      151
clkbuf_1     232
o31ai_1       37
nand2_1      195
and2_1        28
a31oi_1       34
ha_1         126
mux2i_1       67
a211oi_1     104
a21oi_1      282
and3_1        29
buf_2         36
nor4_1        25
a21o_1        38
xnor2_1       36
a22oi_1       26
dfxtp_1       96
mux4_2       640
edfxtp_1    1024
nand3_1      106
inv_1        157
## cells by family (layout without fill, tap and decap cells)
kind of cell / Yosys count / in the layout
adders and majority gates: 127 / 127
DFF: 1120 / 1120
buffers and inverters: 502 / 785
AOI/OAI and AO/OA: 1026 / 1026
muxes: 714 / 714
other: 1 / 42
xor gates and xnor gates: 53 / 53
and+or+nand+nor: 916 / 916
## where the power goes
part           internal (W)  switching [W]  leakage (nW)
registers           0.00267      0.0000826          10.1
logic              0.000479       0.000875          12.3
clock network       0.00122       0.000961          1.87
total               0.00437        0.00192          24.3
## final timing paths
kind	from	end	slack, ps	cells after the start
setup reg to reg	registers.readData2[1]$_DFF_P_	registers.registers[5][29]$_DFFE_PP_	13470	19
setup / recovery	instruction[3]	Zero	3980	22
hold / removal	PC[0]$_SDFFE_PP0P_	PC[0]$_SDFFE_PP0P_	550	2
hold reg to reg	PC[0]$_SDFFE_PP0P_	PC[0]$_SDFFE_PP0P_	550	2
## stage by stage
| step | area [um2] | setup WS, ps | total power (W) | util (%) |
|---|---|---|---|---|
| final | 73430 | 3982 | 0.006289 | 35.00 |
| after global routing | 73410 | 3774 | 0.006479 | 34.99 |
| after CTS | 73410 | 4200 | 0.006297 | 34.99 |
| after detailed placement | 69540 | 4210 | 0.004128 | 33.15 |
| after global placement | 69540 | 4180 | 0.004134 | 33.15 |
| after floorplan | 63500 | 6682 | 0.003485 | - |
## registers in the layout (all words and copies together) (netlist names)
register and cells:
registers.registers 1024, PC 32, registers.readData1 32, registers.readData2 32
## metal layers
metal	part of all wire, %	vias up
li1	-	18738
met1	33	22476
met2	45	3137
met3	15	521
met4	6.4	22
met5	0.082	-
## worst reg2reg max path, stage by stage, from the launching register on
cell and delay (ps):
dfxtp_1 440, nor2_1 150, a41o_2 110, buf_4 410, clkinv_4 620, ha_1 550
a21oi_1 270, o2111ai_1 260, a211oi_1 420, nor4b_1 110, buf_4 170, a311oi_1 730
o221ai_1 390, a2111oi_0 590, nor2_1 80, o21a_1 180, o211ai_1 300, or2_2 200
and2_1 130, buf_4 280
Power and IR drop assume default switching activity.
