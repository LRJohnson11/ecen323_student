==> flow/config.mk <==
export PLATFORM = sky130hd
export DESIGN_NAME = ButtonCount
export DESIGN_NICKNAME = ButtonCount
export VERILOG_FILES = /design/flow/design.v
export SDC_FILE = /design/flow/constraint.sdc
export NUM_CORES = 4
export LEC_CHECK = 1
export CORE_AREA = 10 10 92 92
export DIE_AREA = 0 0 102 102
==> flow/constraint.sdc <==
current_design ButtonCount

set clk_period 2.9
set clk_io_pct 0.2

create_clock -name clk0 -period $clk_period [get_ports {clk}]

set non_clock_inputs [all_inputs -no_clocks]
set_input_delay [expr $clk_period * $clk_io_pct] -clock clk0 $non_clock_inputs
set_output_delay [expr $clk_period * $clk_io_pct] -clock clk0 [all_outputs]
==> flow/design.v <==
package alu_defs;
  parameter logic [3:0] ALUOP_AND = 4'b0000;
  parameter logic [3:0] ALUOP_OR  = 4'b0001;
  parameter logic [3:0] ALUOP_ADD = 4'b0010;
  parameter logic [3:0] ALUOP_SUB = 4'b0110;
  parameter logic [3:0] ALUOP_LT  = 4'b0111;
  parameter logic [3:0] ALUOP_LSR = 4'b1000;
  parameter logic [3:0] ALUOP_LSL = 4'b1001;
  parameter logic [3:0] ALUOP_ASR = 4'b1010;
  parameter logic [3:0] ALUOP_XOR = 4'b1101;
endpackage
package alu_defs;
  parameter logic [3:0] ALUOP_AND = 4'b0000;
  parameter logic [3:0] ALUOP_OR  = 4'b0001;
  parameter logic [3:0] ALUOP_ADD = 4'b0010;
  parameter logic [3:0] ALUOP_SUB = 4'b0110;
  parameter logic [3:0] ALUOP_LT  = 4'b0111;
  parameter logic [3:0] ALUOP_LSR = 4'b1000;
  parameter logic [3:0] ALUOP_LSL = 4'b1001;
  parameter logic [3:0] ALUOP_ASR = 4'b1010;
  parameter logic [3:0] ALUOP_XOR = 4'b1101;
endpackage
package datapathConstants;
    parameter OPCODE_MSB = 6;
    parameter OPCODE_LSB = 0;
endpackage
package riscv_opcodes;
    localparam logic [6:0] OPCODE_LB      = 7'b0000011;
    localparam logic [6:0] OPCODE_LH      = 7'b0000011;
    localparam logic [6:0] OPCODE_LW      = 7'b0000011;
    localparam logic [6:0] OPCODE_LBU     = 7'b0000011;
    localparam logic [6:0] OPCODE_LHU     = 7'b0000011;
    localparam logic [6:0] OPCODE_FENCE   = 7'b0001111;
    localparam logic [6:0] OPCODE_FENCE_I = 7'b0001111;
    localparam logic [6:0] OPCODE_ADDI    = 7'b0010011;
    localparam logic [6:0] OPCODE_SLLI    = 7'b0010011;
    localparam logic [6:0] OPCODE_SLTI    = 7'b0010011;
    localparam logic [6:0] OPCODE_SLTIU   = 7'b0010011;
    localparam logic [6:0] OPCODE_XORI    = 7'b0010011;
    localparam logic [6:0] OPCODE_SRLI    = 7'b0010011;
    localparam logic [6:0] OPCODE_SRAI    = 7'b0010011;
    localparam logic [6:0] OPCODE_ORI     = 7'b0010011;
    localparam logic [6:0] OPCODE_ANDI    = 7'b0010011;
    localparam logic [6:0] OPCODE_JALR    = 7'b1100111;
    localparam logic [6:0] OPCODE_ECALL   = 7'b1110011;
    localparam logic [6:0] OPCODE_EBREAK  = 7'b1110011;
    localparam logic [6:0] OPCODE_CSRRW   = 7'b1110011;
    localparam logic [6:0] OPCODE_CSRRS   = 7'b1110011;
    localparam logic [6:0] OPCODE_CSRRC   = 7'b1110011;
    localparam logic [6:0] OPCODE_CSRRWI  = 7'b1110011;
    localparam logic [6:0] OPCODE_CSRRSI  = 7'b1110011;
    localparam logic [6:0] OPCODE_CSRRCI  = 7'b1110011;
    localparam logic [6:0] OPCODE_AUIPC    = 7'b0010111;
    localparam logic [6:0] OPCODE_LUI      = 7'b0110111;
    localparam logic [6:0] OPCODE_JAL      = 7'b1101111;
    localparam logic [6:0] OPCODE_SB      = 7'b0100011;
    localparam logic [6:0] OPCODE_SH      = 7'b0100011;
    localparam logic [6:0] OPCODE_SW      = 7'b0100011;
    localparam logic [6:0] OPCODE_ADD     = 7'b0110011;
    localparam logic [6:0] OPCODE_SUB     = 7'b0110011;
    localparam logic [6:0] OPCODE_SLL     = 7'b0110011;
    localparam logic [6:0] OPCODE_SLT     = 7'b0110011;
    localparam logic [6:0] OPCODE_SLTU    = 7'b0110011;
    localparam logic [6:0] OPCODE_XOR     = 7'b0110011;
    localparam logic [6:0] OPCODE_SRL     = 7'b0110011;
    localparam logic [6:0] OPCODE_SRA     = 7'b0110011;
    localparam logic [6:0] OPCODE_OR      = 7'b0110011;
    localparam logic [6:0] OPCODE_AND     = 7'b0110011;
    localparam logic [6:0] OPCODE_BEQ     = 7'b1100011;
    localparam logic [6:0] OPCODE_BNE     = 7'b1100011;
    localparam logic [6:0] OPCODE_BLT     = 7'b1100011;
    localparam logic [6:0] OPCODE_BGE     = 7'b1100011;
    localparam logic [6:0] OPCODE_BLTU    = 7'b1100011;
    localparam logic [6:0] OPCODE_BGEU    = 7'b1100011;
endpackage : riscv_opcodes
`timescale 1 ns / 1 ps
module ButtonCount(clk, btnc, btnu, led);
    input wire logic clk, btnc, btnu;
    output logic [15:0] led;
    logic [15:0] count_i;
    logic inc_count;
    logic rst;
    logic btnu_d, btnu_dd, inc;
    assign rst = btnc;
    always_ff@(posedge clk)
        if (rst) begin
            btnu_d <= 0;
            btnu_dd <= 0;
        end
        else begin
            btnu_d <= btnu;
            btnu_dd <= btnu_d;
        end
    assign inc = btnu_dd;
    OneShot os (.clk(clk), .rst(rst), .in(inc), .os(inc_count));
    always_ff@(posedge clk)
        if (rst)
            count_i <= 0;
        else if (inc_count)
            count_i <= count_i + 1;
    assign led = count_i;
endmodule
`timescale 1 ns / 1 ps
module OneShot(clk, rst, in, os);
    input wire logic clk;        
    input wire logic rst;        
    input wire logic in;         
    output logic os;             
    logic [1:0] state, next_state;
    localparam logic[1:0] ZERO = 2'b00;
    localparam logic[1:0] INC = 2'b01;
    localparam logic[1:0] ONE = 2'b10;
    always_ff@(posedge clk)
        if (rst)
            state <= ZERO;
        else
            state <= next_state;
    always_comb begin
        next_state = state;
        case(state)
            ZERO:
                if (in)
                    next_state = INC;
            INC:
                if (in)
                    next_state = ONE;
                else
                    next_state = ZERO;
            ONE:
                if (!in)
                    next_state = ZERO;
            default:
             next_state = ZERO;
        endcase
    end
    assign os = (state == INC);
endmodule
==> flow/run.sh <==
#!/bin/bash
# OpenROAD 26Q1-2900-gdf79404cd8, Yosys 0.63+post, stock flow scripts
make -C /OpenROAD-flow-scripts/flow DESIGN_CONFIG=/design/flow/config.mk WORK_HOME=/design/flow/orfs finish
==> results_slide.txt <==
Physical Implementation Snapshot

Route
  – Via density: 3.77
  – ANT nets after route: 0
  – Initial DRC Count: 39
  – DR vias: 716
  – WL/cell: between 10 and 15 µm
  – DRT Pass-1 Iters: 4
  – Post-route DRC violation count: 0
  – N_diodes: 0
  – Routed WL: roughly 2.0 mm

Clocking
  – Worst-Skew Late Latency: 0.26 ns
  – Clock buffer depth: 2
  – Setup bufs post-CTS: 0
  – CTS tree: done
  – H-Tree Level Count: 1
  – TritonCTS Buffers: 3
  – Clock slew at reported path FFs: ~0.080 ns
  – Hold Buf Count CTS: 0
  – Clk sink count: 20
  – Clk root buf: clkbuf_8
  – Post-CTS Resized: 0

Layout
  – Top cells excl fill/tap: 20 x dfxtp_1, 18 x nor2_1, 18 x clkdlybuf4s50_1, 6 x xnor2_1, 5 x xor2_1
  – FF+latch area: 400 µm²
  – P&R area growth vs syn: 38.2%
  – Layout cell share with drive strength beyond 1: 7.96%
  – Fill cells: around 700
  – Most frequent logic cell in the layout: dfxtp_1
  – MI comb area: 424 µm²

Power and ir drop
  – Total Power: 572 µW
  – Pint: 468 µW
  – Seq pwr share: about half
  – Clk pwr share: 48.9%
  – PwrDens: roughly 480 nW/µm²
  – Part of the power in combinational logic: approximately 2.2%
  – LEAKAGE: 0.404 nW
  – P_sw: around 100 µW
  – Sw Share: between 10% and 20%
  – VDD IR max: roughly 0.30 mV

Placement
  – Gp weighted congestion: about 0.78
  – Post-DP HPWL: around 1.5 mm
  – Buffers on Ports: 18

GRT
  – Total GRT Usage: 3.88%
  – Vias in the first global route: about 660
  – First-pass GRT wire length: 3.25 mm
  – Initial antenna violation count: 0
  – Largest net degree at the start of global routing: 15
  – GRT overflow: 0

Run
  – Total tool warning count: 25
  – Max-cap violation count: 0

Synthesis
  – Yosys warns: 2
  – Yosys Instances: between 90 and 100
  – Cells after Synth: about 93
  – Synthesis area per yosys: 862 µm²
  – Sequential element share of the synthesized area: a little under half
  – FF+latch count, synth: 20
  – Synth Area per Inst: about 9.3 µm²
  – Post-synthesis cell area: between 800 and 900 µm²
  – Distinct lib cells: 27

Setup path
  – CP max stage delay: 0.52 ns
  – CP Data Arrival Time: roughly 1.2 ns
  – CP required: between 2 and 2.5 ns
  – R2r setup slk: 1.10 ns
  – Crit-path max FO: 5
  – CP endpoint kind: output port
  – Startpoint Class: flop
  – Crit path buf inv count: 1
  – Slowest cell on crit path: clkdlybuf4s50_1
  – Crit-path leading delay family: buffers and inverters
  – Critical path class: flop to output port
  – Critical-path cell list: clkdlybuf4s50_1

Final timing
  – Clock period minus worst slack: roughly 1.8 ns
  – Endpoints failing setup: 0
  – Max Slew Vio Count: 0
  – Fmax: between 0.5 and 0.6 GHz
  – Setup TNS: 0 ns
  – Crit share post-route: 62.6%
  – Least-Margin Pin Slew: between 0.4 and 0.5 ns
  – Fin Hold WS: between 0.4 and 0.5 ns
  – Setup repair after global routing missed its margin: no
  – Clock Skew: 0.00395 ns
  – Headroom to the max-slew limit: a little over two thirds
  – Final hold vios: 0

Die
  – Pre-Place Util: 13.3%
  – Ports: 19
  – Chip area: about 10,000 µm²
  – Core Box Area: between 6000 and 7000 µm²
  – Row count: 29
  – DIE HEIGHT: just over 100 µm
  – Die Wd: 102 µm

Hold path
  – Hold Crit Class: flop to flop

Outcome
  – Status: completed
==> routing by layer <==
| layer | GRT usage (%) | share of wire (%) | up-vias |
|---|---|---|---|
| met5 | 0 | 0 | - |
| met4 | 0.325 | 0 | 0 |
| met1 | 5.59 | 52 | 334 |
| li1 | - | - | 360 |
| met2 | 5.19 | 39 | 22 |
| met3 | 2.04 | 9.2 | 0 |
==> stage by stage <==
stage | instance area, µm² | setup slack (ns) | utilization, % | instances
floorplan | 862 | 1.39 | - | 93
global route | 1190 | 0.990 | 18.4 | 190
finish | 1190 | 1.09 | 18.4 | 190
detailed placement | 1120 | 0.907 | 17.3 | 186
CTS | 1190 | 1.06 | 18.4 | 190
global placement | 1120 | 0.928 | 17.3 | 186
==> logic make-up (layout without fill, tap and decap cells) <==
family          after synthesis  after routing  synth area share (%)
fa+ha+maj                     1              1                  1.45
buf+inv                       6             26                  4.35
simple gates                 47             47                  28.9
compound gates                6              6                  5.23
xor+xnor                     11             11                  11.2
mux                           2              2                  2.47
flops                        20             20                  46.4
==> sequential cells by signal (all words and copies together) (netlist names) <==
| name | flops |
|---|---|
| count_i | 16 |
| os.state | 2 |
| btnu_dd | 1 |
| btnu_d | 1 |
==> power groups by stage <==
stage	Clock, mW	Combinational, mW	Sequential (mW)
after CTS	0.286	0.0132	0.280
after global routing	0.300	0.0143	0.280
final	0.280	0.0128	0.280
==> synthesized netlist by cell type (all sizes together) <==
library cell  instances  area share, %
dfxtp                20             46
nor2                 18            7.8
xnor2                 6            6.1
nand3                 5            3.5
nand4                 5            5.4
xor2                  5            5.1
nand2                 4            1.7
nor3                  4            2.3
inv                   3            1.3
nor2b                 3            2.2
nor4                  3            2.2
a21oi                 2            1.2
buf                   2            2.6
nand2b                2            1.5
a311oi                1            1.0
a31o                  1            1.0
a41o                  1            1.2
and3                  1           0.73
clkbuf                1           0.43
ha                    1            1.5
mux2                  1            1.3
mux2i                 1            1.2
o31ai                 1           0.87
or3                   1           0.73
or4                   1           0.87
==> cell type report <==
cell class | count | area share, %
multi-input combinational | 67 | 35.6
sequential | 20 | 33.6
timing repair buffer | 19 | 15.8
tap | 77 | 8.09
clock buffer | 3 | 3.47
clock inverter | 1 | 2.52
inverter | 3 | 0.945
==> worst paths after layout <==
kind | from | endpoint | cells past startpoint
max reg2reg | os.state[2]$_DFF_P_ | count_i[14]$_SDFFE_PP0P_ | 4
min reg2reg | btnu_dd$_SDFF_PP0_ | os.state[0]$_DFF_P_ | 1
min | btnu_dd$_SDFF_PP0_ | os.state[0]$_DFF_P_ | 1
max | count_i[6]$_SDFFE_PP0P_ | led[6] | 1
Power and IR drop assume default switching activity.
